[flow/run.sh]
#!/bin/bash
# OpenROAD 26Q1-2900-gdf79404cd8, Yosys 0.63+post, stock flow scripts
make -C /OpenROAD-flow-scripts/flow DESIGN_CONFIG=/design/flow/config.mk WORK_HOME=/design/flow/orfs finish
[flow/config.mk]
export PLATFORM = sky130hd
export DESIGN_NAME = LBP
export DESIGN_NICKNAME = LBP
export VERILOG_FILES = /design/flow/design.v
export SDC_FILE = /design/flow/constraint.sdc
export NUM_CORES = 4
export LEC_CHECK = 1
export CORE_UTILIZATION = 50
[flow/constraint.sdc]
current_design LBP

set clk_period 4.4
set clk_io_pct 0.2

create_clock -name clk0 -period $clk_period [get_ports {clk}]

set non_clock_inputs [all_inputs -no_clocks]
set_input_delay [expr $clk_period * $clk_io_pct] -clock clk0 $non_clock_inputs
set_output_delay [expr $clk_period * $clk_io_pct] -clock clk0 [all_outputs]
[flow/design.v]
`timescale 1ns/10ps
module LBP ( clk, reset, gray_addr, gray_req, gray_ready, gray_data, lbp_addr, lbp_valid, lbp_data, finish);
input   	clk;
input   	reset;
output reg  [13:0] 	gray_addr;
output reg         	gray_req;
input   	gray_ready;
input   [7:0] 	gray_data;
output reg  [13:0] 	lbp_addr;
output reg  	lbp_valid;
output reg  [7:0] 	lbp_data;
output reg  	finish;
reg [7:0] mem[0:8];
reg [2:0] current_state, next_state;
parameter idle = 3'd0, write = 3'd1, read = 3'd2, cal = 3'd3, done = 3'd4;
reg [6:0] row, col;
reg [7:0] result;
reg [3:0] count;
 always @(posedge clk or posedge reset) begin
    if(reset)begin
        current_state <= idle;
    end
    else begin
        current_state <= next_state;
    end
 end
 always @(*) begin
    case (current_state)
        idle:begin
            if(reset)begin
                next_state = idle;
            end
            else begin
                next_state = write;
            end
        end  
        write: begin
            if(row>7'd0 && row<7'd127 && col<7'd126) 
                next_state = read;
            else if(row == 7'd127 && col == 7'd127) 
                next_state = done;
            else
                next_state = write;
        end 
        read: begin
            if( count == 2'd0)
                next_state = cal;
            else
                next_state = read;
        end
        cal: begin
            next_state = write;
        end
        done:
            next_state = idle;
    endcase
 end
 always @(posedge clk or posedge reset) begin
    if(reset)
    begin
        gray_addr <= 14'd0;
        gray_req <= 1'd0;
        lbp_addr <= 14'd0;
        lbp_data <= 8'd0;
        lbp_valid <= 1'd0;
        finish <= 1'd0;
        row <= 7'd0;
        col <= 7'd0;
        result <= 8'd0;
        count <= 4'd9;
    end
    else
    begin
        case (current_state)
            idle:begin
                gray_addr <= 14'd0;
                gray_req <= 1'd0;
                lbp_addr <= 14'd0;
                lbp_data <= 8'd0;
                lbp_valid <= 1'd0;
                finish <= 1'd0;
                row <= 7'd0;
                col <= 7'd0;
                result <= 8'd0;
                count <= 4'd9;
            end 
            write:begin
                lbp_valid <= 1'd1;
                lbp_addr <= {row, col};
                lbp_data <= result;
                result <= 8'd0;
                count <= 4'd9;
                if(col==127) begin
                    row <= row + 7'd1;
                    col <= 7'd0;
                end
                else begin
                    col <= col + 7'd1;
                end
            end
            read:begin
                case (count)
                    4'd9: begin
                        gray_req <= 1'd1;
                        gray_addr <= {(row-7'd1), (col-7'd1)};
                        count <= count - 4'd1;
                    end
                    4'd8: begin
                        gray_req <= 1'd1;
                        gray_addr <= {(row-7'd1), (col)};
                        mem[0] <= gray_data;
                        count <= count - 4'd1;
                    end
                    4'd7: begin
                        gray_req <= 1'd1;
                        gray_addr <= {(row-7'd1), (col+7'd1)};
                        mem[1] <= gray_data;
                        count <= count - 4'd1;
                    end
                    4'd6: begin
                        gray_req <= 1'd1;
                        gray_addr <= {(row), (col-7'd1)};
                        mem[2] <= gray_data;
                        count <= count - 4'd1;
                    end
                    4'd5: begin
                        gray_req <= 1'd1;
                        gray_addr <= {(row), (col)};
                        mem[3] <= gray_data;
                        count <= count - 4'd1;
                    end
                    4'd4: begin
                        gray_req <= 1'd1;
                        gray_addr <= {(row), (col+7'd1)};
                        mem[4] <= gray_data;
                        count <= count - 4'd1;
                    end
                    4'd3: begin
                        gray_req <= 1'd1;
                        gray_addr <= {(row+7'd1), (col-7'd1)};
                        mem[5] <= gray_data;
                        count <= count - 4'd1;
                    end
                    4'd2: begin
                        gray_req <= 1'd1;
                        gray_addr <= {(row+7'd1), (col)};
                        mem[6] <= gray_data;
                        count <= count - 4'd1;
                    end
                    4'd1: begin
                        gray_req <= 1'd1;
                        gray_addr <= {(row+7'd1), (col+7'd1)};
                        mem[7] <= gray_data;
                        count <= count - 4'd1;
                    end
                    4'd0: begin
                        gray_req <= 1'd0;
                        mem[8] <= gray_data;
                    end
                    default: begin
                        gray_addr <= 14'd0;
                        gray_req <= 1'd0;
                    end
                endcase
            end
            cal: begin
                result[7] <= !(mem[8] < mem[4]);
                result[6] <= !(mem[7] < mem[4]);
                result[5] <= !(mem[6] < mem[4]);
                result[4] <= !(mem[5] < mem[4]);
                result[3] <= !(mem[3] < mem[4]);
                result[2] <= !(mem[2] < mem[4]);
                result[1] <= !(mem[1] < mem[4]);
                result[0] <= !(mem[0] < mem[4]);
            end
            done: begin
                finish <= 1'd1;
            end
        endcase
    end
 end
endmodule
==> impl_metrics.csv <==
group,metric,value,unit
run_status,status,"finished, final reports clean",
power,clockPowerShare,50.9,%
final_timing,maxSlewViolCount,0,
synth,ys_seq_elements,143,
synth,area_leaders,"edfxtp_1, dfrtp_1, ha_1",
placed_design,place.gp.congestion,0.8509,
synth,yosysMostFrequentCell,"nand2_1",
setup_path,worst_ep_arrival_time,2.64,ns
detailed_routing,via_per_inst,5.769,
setup_path,r2r-end,"gray_addr[4]$_DFFE_PP0P_",
detailed_routing,routedWlPerCell,17.50,microns
synth,synth-warning-count,2,
setup_path,critPathMaxStageDelay,0.58,ns
cts,h-tree-depth,4,
setup_path,rrSetupSlack,2.11,ns
final_timing,setup_tns,0,ns
setup_path,worst-setup-path-type,"reg2reg",
setup_path,reg2reg_depth,6,
cts,cts_root_buf,"clkbuf_16",
layout,regArea,0.003911,sq mm
setup_path,worstReg2RegStart,"count[0]$_DFFE_PP1P_",
detailed_routing,antennaDiodeCount,0,
setup_path,crit_chain,"ha_1 > nor2_1 > a211oi_4 > nand4b_1 > a311o_1 > nand3_1",
global_route,grt_pass1_vias,4964,
placed_design,hpwlAfterDp,10510,microns
floorplan,chipHeight,122.1,microns
placed_design,dpl.cell_count,845,
final_timing,finalSetupViolCount,0,
final_timing,period_minus_slack,2.291,ns
synth,syn_inst,641,
synth,synthFlopType,"edfxtp_1",
final_timing,unconstrained_endpoints,6,
cts,cts_resized,0,
synth,async_flop_share,47.55,%
min_path,min_to,"lbp_data[6]$_DFFE_PP0P_",
run,max-cap-violations,0,
cts,clk_latency,0.42,ns
setup_path,worst-path-buf-inv,0,
synth,largest_area_cell,"edfxtp_1",
floorplan,fp.coreArea,0.01399,sq mm
synth,syn_avg_cell_area,11.25,sq um
setup_path,cp_max_fo,12,
cts,clk_path_buf_depth,2,
power,switching_share,19.54,%
power,seqPwrFrac,48.0,%
detailed_routing,routed_wl,15350,microns
min_path,worstHoldPathCells,2,
power,power_leakage,3.569,nW
cts,cts_hold_buf,0,
synth,syn_area,0.007213,sq mm
cts,cts_made_buffers,17,
setup_path,critPathCaptureType,"flop",
floorplan,die_w,122.1,microns
floorplan,num_rows,43,
cts,cts_tree,"done",
final_timing,unclocked_pins,3,
global_route,grt_pass1_wl,25160,microns
placed_design,post-place-ws,1.744,ns
floorplan,fp_util,51.57,%
layout,logic_area,0.003064,sq mm
power,comb_power_share,1.1,%
min_path,hp-class,"reg2reg",
power,p_per_area,341.2,mW/mm^2
global_route,grt.total_usage,23.50,%
final_timing,final.setup_skew,0.01119,ns
setup_path,cp.required,4.75,ns
final_timing,max_slew_margin,44.58,%
placed_design,portBuffers,48,
detailed_routing,num_vias,5059,
power,power_switching,0.5623,mW
detailed_routing,detail-route-antenna-nets,0,
run,tool_warnings,31,
final_timing,rsz0062_at_grt,"false",
synth,top_area_share,29.97,%
final_timing,final-hold-violation-count,0,
floorplan,io_pins,50,
floorplan,chipArea,0.01491,sq mm
final_timing,finalClockPeriodUsage,52.06,%
synth,edf_count,72,
power,ir_worst_vdd,0.3385,mV
synth,yosysUniqueCellTypes,73,
layout,area_growth,16.93,%
global_route,grt_overflow,0,
layout,drive_gt1_share,9.039,%
power,p_int,2.315,mW
layout,fillers,1099,
setup_path,cp_top_family,"AND-OR/OR-AND gates",
final_timing,timing.fmax,436.5,MHz
layout,layout.cells.non_filler,877,
setup_path,slowest_stage,"dfstp_2",
final_timing,worst_slack,2.109,ns
detailed_routing,drt_iter0_markers,320,
final_timing,max_slew.worst_pin.slew,0.8312,ns
global_route,grt_max_degree,41,
detailed_routing,drc,0,
synth,yosysChipArea,0.007213,sq mm
detailed_routing,dr.pass1.iters,5,
cts,post_cts_buffers,0,
synth,common_cells,"nand2_1, edfxtp_1, dfrtp_1",
synth,yosysCellCount,641,
cts,clkSlewWorstSetupHoldPaths,0.06,ns
global_route,grt_antenna_before_repair,0,
min_path,hold_start,"lbp_data[6]$_DFFE_PP0P_",
setup_path,cp-start-kind,"flop",
==> per-layer routing <==
| metal | share of wire, % | vias to the layer above | GRT usage (%) | routed length [microns] |
|---|---|---|---|---|
| met5 | 0 | - | 0 | 0 |
| met4 | 2.3 | 0 | 4.726 | 349 |
| met3 | 5.2 | 20 | 6.202 | 803 |
| met2 | 48 | 133 | 36.79 | 7437 |
| met1 | 44 | 2429 | 35.38 | 6758 |
| li1 | - | 2477 | - | - |
==> area by class of cell <==
cell class / instances / area share, %
flip-flops and latches: 143 / 46.37
multi-input cells: 445 / 36.33
repair buffers: 56 / 6.409
clock buffers: 20 / 5.415
well taps: 180 / 2.670
clock inverters: 12 / 1.869
inverters: 21 / 0.9346
==> flip-flops by register name (all words and copies together) (netlist names) <==
signal and flops:
lbp_addr 14, result 8, lbp_valid 1, mem 72, next_state 3, current_state 3
finish 1, gray_addr 14, count 4, col 7, row 7, lbp_data 8
gray_req 1
==> logic make-up after synthesis <==
group                    Yosys count  synth area share [%]
buffers and inverters             53                 3.296
multiplexers                       8                 1.214
flip-flops                       140                 53.60
AND/OR/NAND/NOR                  203                 14.05
XOR/XNOR                           4                0.4858
AND-OR/OR-AND                    166                 15.63
adder cells (fa/ha/maj)           64                 11.10
latches                            3                0.6244
==> how the worst max path moves through the flow <==
| stage | endpoint | cells after the start | slack [ns] | startpoint |
|---|---|---|---|---|
| after global routing | gray_addr[13]$_DFFE_PP0P_ | 5 | 1.99 | count[0]$_DFFE_PP1P_ |
| final | gray_addr[4]$_DFFE_PP0P_ | 6 | 2.11 | count[0]$_DFFE_PP1P_ |
| after CTS | gray_addr[11]$_DFFE_PP0P_ | 5 | 2.12 | count[0]$_DFFE_PP1P_ |
==> metrics by stage <==
stage               area (sq um)  power (mW)  hold slack [ns]  utilization [%]
detailed placement          7820       1.440           0.4586            55.90
CTS                         8434       2.914           0.4733            60.30
finish                      8434       2.877           0.4689            60.30
floorplan                   7213       1.415           0.4143                -
global route                8434       2.963           0.4908            60.30
global placement            7820       1.440           0.4524            55.90
==> power groups by stage <==
stage	sequential (mW)	combinational (mW)	clock [mW]
after global routing	1.38	0.0376	1.55
final	1.38	0.0325	1.46
after CTS	1.38	0.0342	1.50
==> cells in the final DEF (no fill, tap or decap), drive strengths merged, types with 5 or more instances in the layout <==
cell and instances:
and2 5, nand2 84, o21ai 58, ha 64, a32o 7, nand3 34, nor3 10, a221oi 5
mux2i 5, nor2 22, clkbuf 20, clkdlybuf4s50 48, a31oi 8, o31ai 6, dfrtp 66, edfxtp 72
and3 6, inv 25, nand2b 12, a21oi 27, buf 8, a21o 18, nand4 5, a41o 8
==> tightest hold or removal path, cell delays in order (launching register included) <==
cell     delay (ns)
dfrtp_1        0.34
nand2_1        0.05
nand2_1        0.05
Power and IR drop assume default switching activity.
